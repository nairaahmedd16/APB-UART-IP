File: ./config.mk
export PLATFORM = sky130hd
export DESIGN_NAME = APB
export DESIGN_NICKNAME = APB
export VERILOG_FILES = /design/flow/design.v
export SDC_FILE = /design/flow/constraint.sdc
export NUM_CORES = 4
export LEC_CHECK = 1
export CORE_UTILIZATION = 40
File: ./constraint.sdc
current_design APB

set clk_period 6.4
set clk_io_pct 0.2

create_clock -name clk0 -period $clk_period [get_ports {PCLK}]

set non_clock_inputs [all_inputs -no_clocks]
set_input_delay [expr $clk_period * $clk_io_pct] -clock clk0 $non_clock_inputs
set_output_delay [expr $clk_period * $clk_io_pct] -clock clk0 [all_outputs]
File: ./design.v
module APB(
    PCLK, PRESETn, PADDR, PSEL, PENABLE, PWRITE, PWDATA, PRDATA, PREADY
);
parameter IDLE  = 2'b00;
parameter WRITE = 2'b01;
parameter READ  = 2'b10;
input  PCLK;               
input  PRESETn;            
input  [31:0] PADDR;       
input  PSEL;               
input  PENABLE;            
input  PWRITE;             
input  [31:0] PWDATA;      
output reg [31:0] PRDATA;  
output reg PREADY;         
reg [1:0] cs, ns;
wire tx;
reg [31:0] CTRL_REG ;    
wire [31:0] STATS_REG;    
reg [31:0] TX_DATA;      
wire [31:0] RX_DATA;      
wire rx_busy, rx_done, rx_err;
wire tx_busy, tx_done;
wire [7:0] rx_data;
transmitter TX(
   .clk(PCLK),
   .arst_n(PRESETn),
   .rst(CTRL_REG[2]),
   .tx_en(CTRL_REG[3]),
   .busy(tx_busy),
   .done(tx_done),
   .data(TX_DATA[7:0]),
   .tx(tx)
);
receiver RX(
   .clk(PCLK),
   .arst_n(PRESETn),
   .rx_en(CTRL_REG[0]), 
   .rst(CTRL_REG[1]),
   .busy(rx_busy),
   .done(rx_done),
   .err(rx_err),
   .data(rx_data),
   .RX(tx)
);
assign STATS_REG[31:5] = 'b0;
assign STATS_REG[0] = tx_busy;
assign STATS_REG[1] = tx_done;
assign STATS_REG[2] = rx_busy;
assign STATS_REG[3] = rx_done;
assign STATS_REG[4] = rx_err;
assign RX_DATA [31:8] = 'b0;
assign RX_DATA[7:0] = rx_data;
always @(posedge PCLK or negedge PRESETn) begin 
    if (~PRESETn)
        cs <= IDLE;
    else  
        cs <= ns;
end
always @(*) begin 
    ns = cs;
    PREADY = 0;
    case (cs)
        IDLE: begin
            PREADY = 0;
            if (PENABLE && PSEL && PWRITE) 
                ns = WRITE;
            else if (PENABLE && PSEL && !PWRITE)
                ns = READ;
        end
        WRITE: begin
            ns = IDLE;
            PREADY = 1;
        end
        READ : begin
            ns = IDLE;
            PREADY = 1;
        end
        default : ns = IDLE;
    endcase
end
always @(posedge PCLK or negedge PRESETn) begin
    if (~PRESETn) begin
        CTRL_REG <= 0;
        TX_DATA  <= 0;
        PRDATA   <= 0;
    end else begin
        case (cs)
            WRITE: begin
                case (PADDR)
                    32'd0: CTRL_REG <= PWDATA;
                    32'd2: TX_DATA  <= PWDATA;
                endcase
            end
            READ: begin
                case (PADDR)
                    32'd0: PRDATA <= CTRL_REG;
                    32'd1: PRDATA <= STATS_REG;
                    32'd2: PRDATA <= TX_DATA;
                    32'd3: PRDATA <= RX_DATA;
                endcase
            end
        endcase
    end
end
endmodule
module receiver(RX, rx_en, clk, rst, arst_n, done, err, data, busy);
parameter IDLE  = 3'b000;
parameter START = 3'b001;
parameter DATA  = 3'b010;
parameter ERR   = 3'b011;
parameter DONE  = 3'b100;
parameter DIVISOR = 10416; 
input RX, rx_en, clk, rst, arst_n;
output reg done, busy, err;
output reg [7:0] data;
reg Edge_detec;
reg RX_prev;
reg [13:0] counter ;  
reg baud_tick;
reg [3:0] bit_counter;  
reg [2:0] cs, ns;
reg [14:0] start_count;  
always @(posedge clk or negedge arst_n) begin 
    if(~arst_n) 
        cs <= IDLE;
    else if(rst)
        cs <= IDLE;
    else  
        cs <= ns;
end
always @(posedge clk or negedge arst_n) begin
    if (!arst_n) begin
        start_count <= 0;
    end 
    else if (rst) begin
        start_count <= 0;
    end 
    else if (cs == IDLE && ns == START) begin
    start_count <= (DIVISOR >> 1);  
    end
    else if (cs == START && start_count > 0) begin
        start_count <= start_count - 1;  
    end 
end
always @(*) begin
    case (cs)
        IDLE : begin
            if (rst) ns = IDLE;
            else if(Edge_detec && rx_en) ns = START;
            else ns = IDLE;
        end
        START : if(start_count == 0) ns = DATA;
                else ns = START;
        DATA : if (bit_counter == 4'd8 && baud_tick) begin
                   if (RX == 1) ns = DONE;    
                   else ns = ERR;             
               end 
               else ns = DATA;
        DONE  : ns = IDLE;
        ERR   : ns = IDLE;
        default : ns = IDLE;
    endcase
end
always @(posedge clk or negedge arst_n) begin 
    if (~arst_n) begin
        Edge_detec <= 0;
        RX_prev <= 1;    
    end
    else if(rst) begin 
        Edge_detec <= 0;
        RX_prev <= 1; 
    end
    else begin 
        RX_prev <= RX;
        Edge_detec <= (RX_prev == 1 && RX ==0);  
    end
end
always @(posedge clk or negedge arst_n) begin 
    if(~arst_n) begin
        counter <= 14'b0;
        baud_tick <= 0;
    end
    else if (rst) begin
        counter <= 14'b0;
        baud_tick <= 0;
    end
    else if(cs == DATA) begin 
        if (counter == 0) begin
            counter <= DIVISOR - 1;  
            baud_tick <= 1;  
        end
        else begin 
            counter <= counter - 1;
            baud_tick <= 0;
        end
    end
    else begin 
        counter <= DIVISOR -1;  
        baud_tick <= 0;
    end 
end
always @(posedge clk or negedge arst_n) begin 
    if(~arst_n) begin
        bit_counter <= 4'b0;
        data <= 8'b0;
    end
    else if(rst) begin
        bit_counter <= 4'b0;
        data <= 8'b0;
    end
    else if(cs == DATA && baud_tick) begin
        if (bit_counter < 4'd8) begin  
             data <= {RX, data[7:1]};
             bit_counter <= bit_counter + 1;
        end
    end
    else if (cs == IDLE) begin
        bit_counter <= 0;
    end
end
always @(posedge clk or negedge arst_n) begin
    if (!arst_n) begin
        busy <= 0;
        done <= 0;
        err  <= 0;
    end 
    else if (rst) begin
        busy <= 0;
        done <= 0;
        err  <= 0;
    end 
    else if(cs == IDLE) begin
        busy <= 0;
    end
    else begin
        busy <= (cs == START || cs == DATA);
        done <= (cs == DONE);
        err  <= (cs == ERR);
    end
end
endmodule
module transmitter(tx_en, data, clk, rst, arst_n, done, busy, tx);
input tx_en, rst, arst_n, clk;
input [7:0] data;
output reg done, busy, tx;
reg bit_select;
reg [13:0] counter;
reg [9:0] shift_reg;
reg [3:0] bit_counter;
always @(posedge clk or negedge arst_n) begin
    if (!arst_n) begin
        counter  <= 14'd0;
        bit_select <= 1'b0;
    end 
    else if (rst) begin
        counter  <= 14'd0;
        bit_select <= 1'b0;
    end 
    else begin
        if (counter == 14'd10416) begin  
            counter  <= 14'd0;
            bit_select <= 1'b1;
        end 
        else begin
            counter <= counter + 14'd1;
            bit_select <= 1'b0;
        end
    end
end
always @(posedge clk or negedge arst_n) begin 
    if (~arst_n) begin
        bit_counter <= 0;
        shift_reg   <= 0;
        busy        <= 0;
        done        <= 0;
    end
    else if (rst) begin
        bit_counter <= 0;
        shift_reg   <= 0; 
        busy        <= 0;
        done        <= 0;
    end
    else begin 
        if (tx_en && ~done) begin  
            bit_counter <= 0;
            shift_reg   <= {1'b1, data , 1'b0};
            busy        <= 1;
        end 
        else if (busy && bit_select) begin 
            if (bit_counter == 4'd9) begin 
                bit_counter <= 0;
                busy <= 0;
                done <= 1;  
            end 
            else begin
                bit_counter <= bit_counter + 1;
                shift_reg <= shift_reg >> 1;   
            end
        end
    end
end
always @(posedge clk or negedge arst_n) begin 
    if (~arst_n)
        tx <= 1;
    else if (rst) 
        tx <= 1;
    else begin 
        if (busy)
            case (bit_counter[3:0])
                4'd0 : tx <= 0;  
                4'd1, 4'd2, 4'd3, 4'd4, 4'd5, 4'd6, 4'd7, 4'd8 :  tx <= shift_reg [0];
                4'd9 : tx <= 1;  
                default : tx <= 1;  
            endcase
    end
end
endmodule 
File: ./run.sh
#!/bin/bash
# OpenROAD 26Q1-2900-gdf79404cd8, Yosys 0.63+post, stock flow scripts
make -C /OpenROAD-flow-scripts/flow DESIGN_CONFIG=/design/flow/config.mk WORK_HOME=/design/flow/orfs finish
==> results.cfg <==
; synthesis and place-and-route metrics
[final_layout]
largestRegisters = CTRL_REG: 32 flops, PRDATA: 32 flops, TX_DATA: 32 flops
postLayoutCellArea_um2 = 10100
layout_top_cell = dfrtp_1
final_util = 0.4977
mostFrequentLayoutCells = 179 x dfrtp_1, 99 x clkdlybuf4s50_1, 81 x nand2_1
layout-area-overhead-vs-synth_pct = 21.30
drive_gt1_frac = 0.1533

[clocking]
numClockSinks = 183
clk_latency_ns = 0.42
root_buffer = clkbuf_16
ctsHoldBuffers = 0
cts-buffers-inserted = 17
cts_tree = yes
htreeDepth = 4
postCtsResizedCells = 0
postCtsSetupBuffers = 0
clock_path_buffers = 2
clk_pin_slew_ns = 0.07

[synthesis]
avgSynthCellArea_um2 = 11.36
async_reset_ff_frac = 1.000
ff_type = dfrtp_1
yosys-stat-cells = 733
ys_ff = 183
top_area_cell = dfrtp_1
synth.cell_area_um2 = 8328
postSynthCellCount = 733
ys_chip_area_um2 = 8328
synth_cell_types = 57
area_leaders = dfrtp_1 54%, mux2_2 8.5%, nand2_1 3.7%
synthDominantCellAreaShare = 0.5379
yosysSeqAreaShare = 0.5505
edf_count = 0
yosysWarningCount = 3

[sta]
maxClockFrequency_mhz = 268.9
relSlewSlack = 0.4897
timing_hold_violations_final = 0
setup-violations-final = 0
worst_slew_pin_slew_ns = 0.7654
finalSetupTns_ns = 0
timing.final.max_slew_violations = 0
fin_skew_ns = 0.01058
fin_crit_ns = 3.719
timing.final.crit_share = 0.5810
rsz0062_at_grt = false

[worst_setup_path]
crit_fanout = 19
cp_num_cells = 7
crit_path_frequent_cell = nor4_1
rrSetupSlack_ns = 3.93
worst-path-buf-inv = 2
critPathKind = in -> reg
path_delay_family = simple AND/OR/NAND/NOR gates
worstPathArrival_ns = 4.02
slowest_stage = and2_1
r2r_cells = 7
worst_r2r_startpoint = RX.start_count[0]
worstPathCellList = clkdlybuf4s50_1 -> nor4_1 -> nand4_1 -> nor4_1 -> and2_1 -> buf_4 -> mux2_2
end_kind = register
cp-start-kind = primary input
critPathRequiredTime_ns = 6.71
r2r_end = RX.start_count[2]
crit_path_max_incr_delay_ns = 0.68

[global_route]
antenna_found_initial = 0
gr-usage-all-layers = 0.1746
grt_pass1_wl_um = 29240
grt_overflow = 0
grt_pass1_vias = 5747
grt_max_degree = 75

[die]
chip_area_um2 = 21400
initCoreUtil = 0.4103
rows = 52
io_pins = 102
core_um2 = 20300
die_y_um = 146.3
die_x_um = 146.3

[drt]
vias = 5759
route.detailed.drc = 0
drtAntennaViolNets = 0
avgRoutedWirePerCell_um = 15.57
first_pass_iters = 5
vias_per_cell = 5.212
drt_iter0_markers = 309
antenna_cells = 0
routed_wl_um = 17200

[job]
cap_viol_max_count = 0
warning_count = 28

[placement]
port_buffers = 101
dp_hpwl_um = 11370
finalWeightedCongestion = 0.7849
place_area_um2 = 9522

[hold_path]
hold_start = RX.cs[1]
min_path_type = reg -> reg
hold_path_end = RX.cs[0]
min_path_cells = 1

[power]
comb_power_share = 0.039
p_leak_uw = 0.004593
power_frac_clock = 0.452
irDropWorstVdd_v = 0.0001827
p_switching_uw = 512.1
internal-power_uw = 1762
p_seq_frac = 0.509
p_sw_frac = 0.2252
p_per_area_nw_per_um2 = 225.1

[status]
status = complete, no violations
[worst max-delay path by stage]
| stage | startpoint | to | slack (ns) |
|---|---|---|---|
| final | PADDR[9] | TX_DATA[14] | 2.68 |
| after global routing | PADDR[10] | TX_DATA[14] | 2.51 |
| after CTS | PADDR[9] | TX_DATA[19] | 2.70 |
[worst reg2reg max path: cells and delay by family (launching register included)]
family          cells  cell delay [ns]
compound gates      2             0.69
fa+ha+maj           1             0.19
flops               1             0.42
mux                 1             0.16
simple gates        2             0.86
buf+inv             1             0.07
[logic make-up after synthesis]
family                   count (synthesis)  synth area share
AND-OR/OR-AND                          115           0.09180
XOR/XNOR                                26           0.02734
adder cells (fa/ha/maj)                  7           0.01052
buffers and inverters                   57           0.03440
flip-flops                             183            0.5505
multiplexers                           106            0.1480
AND/OR/NAND/NOR                        239            0.1375
[power groups by stage]
stage / logic (uW) / registers [uW] / clock network (uW)
4_1_cts: 90.5 / 1160 / 1050
5_1_grt: 96.6 / 1160 / 1100
6_report: 87.7 / 1160 / 1030
[synthesized netlist by cell type, types with 3 or more instances]
library cell	count
nand2b_1	5
nor2b_1	8
or3_1	8
ha_1	7
nand3_1	16
a2bb2oi_1	8
nor3b_1	3
dfstp_2	4
nor3_1	14
or2_2	3
o31a_1	3
buf_4	6
mux2_2	63
and3_1	4
xor2_1	15
a21o_1	3
inv_1	18
a21oi_1	36
a22oi_1	4
buf_6	4
nor4_1	18
dfrtp_1	179
mux2i_1	29
mux4_2	5
mux2_4	5
nand3b_1	3
o31ai_1	27
nor2_1	58
nand2_1	81
and2_1	4
nand4_1	6
o21ai_0	18
mux2_1	4
clkbuf_1	23
xnor2_1	11
[layer usage]
layer / up-vias / track usage / routed length, um
li1: 2788 / - / -
met1: 2848 / 0.2785 / 8425
met2: 106 / 0.2645 / 7810
met3: 17 / 0.03185 / 655
met4: 0 / 0.02865 / 311
met5: - / 0 / 0
[area by class of cell]
type	instances	area, um2
fillers	1770	10200
clock inverters	13	137.6
flip-flops and latches	183	4584
repair buffers	109	1067
well taps	270	337.8
inverters	18	67.56
multi-input cells	493	3465
clock buffers	19	442.9
[stage by stage]
step / total power (uW) / hold slack [ns] / worst slack (ns) / instances
2_1_floorplan: 1195 / 0.4241 / 3.442 / 733
3_3_place_gp: 1268 / 0.4621 / 2.304 / 1073
3_5_place_dp: 1270 / 0.4634 / 2.259 / 1073
4_1_cts: 2299 / 0.4776 / 2.698 / 1105
5_1_grt: 2357 / 0.5026 / 2.512 / 1105
6_report: 2274 / 0.4707 / 2.681 / 1105
Power is estimated from default activity; no workload was simulated.
